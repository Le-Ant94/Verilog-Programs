==> /design/flow/design.v <==
module RAM (Enable, ReadWrite, Clock, DataIn, DataOut, Result, C, AT, BB, FinResult);
input Enable, ReadWrite, Clock;
input [15:0] DataIn;
input [255:0] Result;
input [255:0] C;
input [255:0] AT;
input [255:0] BB;
input [255:0] FinResult;
output [15:0] DataOut;
reg [15:0] DataOut;
reg [15:0] MemArray[0:255];
always @ (posedge Clock)
	if (Enable)
		begin
			if(ReadWrite) DataOut = MemArray[Result];
			else MemArray[Result] = DataIn;
			if (ReadWrite) DataOut = MemArray[C];
			else MemArray[C] = DataIn;
			if (ReadWrite) DataOut = MemArray[AT];
			else MemArray[AT] = DataIn;
			if (ReadWrite) DataOut = MemArray[BB];
			else MemArray[BB] = DataIn;
			if (ReadWrite) DataOut = MemArray[FinResult];
			else MemArray[FinResult] = DataIn;
		end
	else
		DataOut = 256'bz;
endmodule
==> /design/flow/run.sh <==
#!/bin/bash
# OpenROAD 26Q1-2900-gdf79404cd8, Yosys 0.63+post, stock flow scripts
make -C /OpenROAD-flow-scripts/flow DESIGN_CONFIG=/design/flow/config.mk WORK_HOME=/design/flow/orfs finish
==> /design/flow/config.mk <==
export PLATFORM = sky130hd
export DESIGN_NAME = RAM
export DESIGN_NICKNAME = RAM
export VERILOG_FILES = /design/flow/design.v
export SDC_FILE = /design/flow/constraint.sdc
export NUM_CORES = 4
export LEC_CHECK = 1
export CORE_UTILIZATION = 30
export SYNTH_HDL_FRONTEND = slang
==> /design/flow/constraint.sdc <==
current_design RAM

set clk_period 27.4
set clk_io_pct 0.2

create_clock -name clk0 -period $clk_period [get_ports {Clock}]

set non_clock_inputs [all_inputs -no_clocks]
set_input_delay [expr $clk_period * $clk_io_pct] -clock clk0 $non_clock_inputs
set_output_delay [expr $clk_period * $clk_io_pct] -clock clk0 [all_outputs]
==> out/metrics.cfg <==
[setup_path]
reg2reg_slack_ps = 22340
crit_buf_inv = 11
worst_setup_path_end_kind = flop
r2r_end = DataOut[12]
path_cells = clkdlybuf4s50_1 -> buf_4 -> nor4_1 -> nand4_1 -> buf_4 -> nor4_1 -> nand4_1 -> buf_4 -> buf_4 -> nor2_1 -> buf_4 -> buf_4 -> a2111oi_2 -> buf_4 -> mux2i_1 -> o21ai_0 -> nor4b_1 -> o221a_2 -> a211oi_2 -> buf_4 -> nor4_2 -> buf_4 -> o311ai_2 -> buf_4
critical-path-top-delay-family = simple AND/OR/NAND/NOR gates
cp_max_fo = 26
critPathArrivalTime_ps = 16730
cpMostUsedCell = buf_4
crit_path_max_incr_delay_ps = 1310
r2r_cells = 9
start_kind = input pin
r2r_start = MemArray[972]
path_class = in -> reg
crit_slowest_cell = nand4_1
required_ps = 28350

[cts]
clkTransAtPathRegs_ps = 60
cts_resized = 0
numCtsBuffers = 522
cts_sinks = 4112
insertion_delay_ps = 1290
hold_buffers = 0
cts_setup_buffers = 0
htree_levels = 6
clk_path_buf_depth = 4
root_buffer = clkbuf_16
cts_tree = done

[placed_design]
io_buffers = 1314
dp.cells = 39700
place_area_um2 = 312300
hpwl_mm = 1809
routabilityCongestion = 1.176

[min_path]
min_delay_worst_endpoint = MemArray[2318]
worstHoldStart = MemArray[2318]
hold_depth = 2
min_path_type = reg -> reg

[route]
wirelength_mm = 2434
firstDrtPassIters = 10
vias = 280100
viasPerCell = 6.692
drc = 0
routedWlPerCell_um = 58.14
ant_nets = 0
dr.first_iter.drc_count = 32580

[yosys]
avgSynthCellArea_um2 = 10.11
topCellsByArea = edfxtp_1, mux2_2, mux2i_1
ys.warnings.count = 0
top_area_share_pct = 46.08
async_flop_share_pct = 0
syn-cell-area_um2 = 268000
synthSimpleGateAreaFrac_pct = 12.87
ys.flop_type = edfxtp_1
top_area_cell = edfxtp_1
ys_chip_area_um2 = 268000
ys_types = 98
synthXorXnorAreaFrac_pct = 0
mux_share_pct = 21.47
ys_sh_aoi_pct = 15.28
synthAdderAreaFrac_pct = 0
top_logic_kind = multiplexers
ys_seq_share_pct = 46.08
ys_seq_elements = 4112
edf_count = 4112
yosysCellCount = 26520
synthCells = 26520

[final_layout]
final_cell_area_um2 = 331900
syn_to_final_growth_pct = 23.84
lay_top_count = edfxtp_1
stdcell_count = 41860
mostFrequentLayoutCells = edfxtp_1, buf_4, mux2_2
drive_gt1_share_pct = 26.11

[timing]
setup_tns_ps = 0
max_slew.worst_pin.slew_ps = 1644
final-setup-viol-count = 0
rsz0062_at_grt = no
fmax_mhz = 63.34
slew_headroom_pct = -9.581
finalMaxSlewViolations = 34
finalCriticalPeriod_ps = 15790
hold_violations = 0
final.setup_skew_ps = 160.0
finalClockPeriodUsage_pct = 57.62

[power]
cellLeakagePower_nw = 127.1
power_density_nw_per_um2 = 52.39
ir_drop_mv = 0.07505

[die]
chipArea_um2 = 897100
core_area_um2 = 888800
chipWidth_um = 947.2
initCoreUtil_pct = 30.15
die_height_um = 947.2
rows = 346
io_pins = 1315

[run_status]
status = finished, violations left
violations = capacitance limit, slew limit

[job]
cap_violations = 9
warnings = 57

[global_routing]
grtUsageTotal_pct = 55.30
grt_first_pass_wirelength_mm = 3018
grt_max_degree = 131
grt-ovfl-total = 0
antenna_found_initial = 634
grt_pass1_vias = 257100

[flip-flops by register name (all words and copies together) (netlist names)]
name	cells
MemArray	4096
DataOut	16
[how the worst max path moves through the flow]
stage / endpoint / from / cells after the start
after global routing: DataOut[0] / C[79] / 24
after CTS: DataOut[0] / C[72] / 24
final: DataOut[0] / C[72] / 24
[synth_stat cells, types with 80 or more instances]
cell type and n:
a31oi_1 219, nand4_1 245, mux2_2 2808, o21ai_0 2176, nor2_1 1806, nand2_1 2853, buf_1 275, buf_2 294
o22ai_1 915, nor3_1 680, a21oi_1 1404, nand3_1 489, a221oi_1 80, clkbuf_1 2298, o221ai_1 163, a22oi_1 118
mux2i_1 2476, edfxtp_1 4112, o211ai_1 223, a211oi_1 262, nor4_1 984, a2111oi_0 90
[worst reg2reg max path, delay by kind of cell (launching register included)]
| kind | cells | cell delay [ps] |
|---|---|---|
| AND-OR/OR-AND | 5 | 2900 |
| AND/OR/NAND/NOR | 2 | 890 |
| flip-flops | 1 | 400 |
| buffers and inverters | 2 | 450 |
[layout make-up]
class | count | area [µm²]
Clock inverter | 272 | 2759
Sequential cell | 4112 | 123500
Inverter | 47 | 285.3
Clock buffer | 648 | 13620
Timing Repair Buffer | 4247 | 35820
Antenna cell | 1235 | 3090
Fill cell | 86460 | 556900
Multi-Input combinational cell | 19470 | 138000
Tap cell | 11830 | 14800
[where the power goes]
group	leakage (nW)	internal (mW)	switching (mW)
logic	78.9	0.782	2.13
clock network	7.86	3.75	3.20
registers	40.3	7.35	0.185
[logic make-up after synthesis]
family,Yosys count
buf+inv,2937
simple gates,7526
compound gates,6609
mux,5335
flops,4112
[through the flow]
| step | hold slack, ps | setup WS, ps | power [mW] | utilization (%) |
|---|---|---|---|---|
| floorplan | 512.5 | 17980 | 8.494 | - |
| global placement | 529.2 | 5652 | 10.34 | 35.07 |
| detailed placement | 538.8 | 11270 | 10.35 | 35.14 |
| CTS | 553.3 | 12450 | 17.17 | 36.99 |
| global route | 566.1 | 12220 | 17.55 | 37.16 |
| finish | 552.1 | 11610 | 17.39 | 37.34 |
[per-layer routing]
layer	global-route usage, %	vias up	part of all wire, %
li1	-	107200	-
met1	59.93	140400	33
met2	71.25	24930	40
met3	37.18	7349	16
met4	50.20	276	11
met5	9.162	-	0.33
No activity file was given, so power comes from the tool's default toggle rates.
